$ cat /design/flow/design.v
module REGISTER(q, d, clk);
   parameter N = 1;
   output reg [N-1:0] q;
   input [N-1:0]      d;
   input 	     clk;
   always @(posedge clk)
    q <= d;
endmodule  
module REGISTER_CE(q, d, ce, clk);
   parameter N = 1;
   output reg [N-1:0] q;
   input [N-1:0]      d;
   input 	      ce, clk;
   always @(posedge clk)
     if (ce) q <= d;
endmodule  
module REGISTER_R(q, d, rst, clk);
   parameter N = 1;
   parameter INIT = {N{1'b0}};
   output reg [N-1:0] q;
   input [N-1:0]      d;
   input 	      rst, clk;
   always @(posedge clk)
     if (rst) q <= INIT;
     else q <= d;
endmodule  
module REGISTER_R_CE(q, d, rst, ce, clk);
   parameter N = 1;
   parameter INIT = {N{1'b0}};
   output reg [N-1:0] q;
   input [N-1:0]      d;
   input 	      rst, ce, clk;
   always @(posedge clk)
     if (rst) q <= INIT;
     else if (ce) q <= d;
endmodule  
module RAM(q, d, addr, we, clk);
   parameter DWIDTH = 8;                
   parameter AWIDTH = 8;                
   parameter DEPTH = 256;               
   input [DWIDTH-1:0] d;                
   input [AWIDTH-1:0] addr;             
   input 	      we, clk;
   reg [DWIDTH-1:0]   mem [DEPTH-1:0];
   output [DWIDTH-1:0] q;
   always @(posedge clk)
      if (we) mem[addr] <= d;
   assign d = mem[addr];
endmodule  
 module addertree #(
    parameter NUM_INPUT_BITS = 4, 
    parameter NUM_OUTPUT_BITS = 16
) (
    input signed [NUM_INPUT_BITS-1:0] in0, 
    input signed [NUM_INPUT_BITS-1:0] in1, 
    input signed [NUM_INPUT_BITS-1:0] in2, 
    input signed [NUM_INPUT_BITS-1:0] in3, 
    input signed [NUM_INPUT_BITS-1:0] in4, 
    output signed [NUM_OUTPUT_BITS-1:0] Out );
assign Out = in0 + in4 + ( in1 << 2) + (in3 << 2) + (in2 << 4) ;
endmodule
module fir #(
    parameter NUM_INPUT_BITS = 4,
    parameter NUM_OUTPUT_BITS = 16
)  (
    input clk,
    input rst,
    input signed [NUM_INPUT_BITS-1:0] In,
    output signed [NUM_OUTPUT_BITS-1:0] Out );
wire signed [NUM_INPUT_BITS-1:0] delay_chain0, delay_chain1, delay_chain2, delay_chain3, delay_chain4;
REGISTER_R #(.N(NUM_INPUT_BITS)) delay_step0 (.clk(clk), .rst(rst), .d(In), .q(delay_chain0));
REGISTER_R #(.N(NUM_INPUT_BITS)) delay_step1 (.clk(clk), .rst(rst), .d(delay_chain0), .q(delay_chain1));
REGISTER_R #(.N(NUM_INPUT_BITS)) delay_step2 (.clk(clk), .rst(rst), .d(delay_chain1), .q(delay_chain2));
REGISTER_R #(.N(NUM_INPUT_BITS)) delay_step3 (.clk(clk), .rst(rst), .d(delay_chain2), .q(delay_chain3));
REGISTER_R #(.N(NUM_INPUT_BITS)) delay_step4 (.clk(clk), .rst(rst), .d(delay_chain3), .q(delay_chain4));
addertree #(.NUM_INPUT_BITS(NUM_INPUT_BITS), .NUM_OUTPUT_BITS(NUM_OUTPUT_BITS)) add0 (
    .in0(delay_chain0), 
    .in1(delay_chain1), 
    .in2(delay_chain2), 
    .in3(delay_chain3), 
    .in4(delay_chain4), 
    .Out(Out)
);
endmodule
$ cat /design/flow/config.mk
export PLATFORM = sky130hd
export DESIGN_NAME = fir
export DESIGN_NICKNAME = fir
export VERILOG_FILES = /design/flow/design.v
export SDC_FILE = /design/flow/constraint.sdc
export NUM_CORES = 4
export LEC_CHECK = 1
export CORE_UTILIZATION = 30
$ cat /design/flow/run.sh
#!/bin/bash
# OpenROAD 26Q1-2900-gdf79404cd8, Yosys 0.63+post, stock flow scripts
make -C /OpenROAD-flow-scripts/flow DESIGN_CONFIG=/design/flow/config.mk WORK_HOME=/design/flow/orfs finish
$ cat /design/flow/constraint.sdc
current_design fir

set clk_period 7.8
set clk_io_pct 0.2

create_clock -name clk0 -period $clk_period [get_ports {clk}]

set non_clock_inputs [all_inputs -no_clocks]
set_input_delay [expr $clk_period * $clk_io_pct] -clock clk0 $non_clock_inputs
set_output_delay [expr $clk_period * $clk_io_pct] -clock clk0 [all_outputs]
==> Slide: Implementation Results <==
Physical Implementation Snapshot

Global route
  • Total congestion overflow: 0
  • Vias in the first global route: 773
  • GRT Total Usage: 9.392%
  • Antenna violations before repair: 0
  • First-pass GRT wire length: 3236 um
  • Largest net degree at the start of global routing: 21

Final layout
  • Final Instance Area: 1584 um^2
  • Tally of non-filler cells in the final layout: 201
  • Share of cells above drive strength 1: 5.298%
  • Layout fillers: 377
  • Area grow syn2layout: 23.63%

Placement
  • DP Area: 1543 um^2
  • Number of port buffers: 21
  • Post-place setup slack: 2.406 ns
  • Dpl cells: 198
  • HPWL Detailed: 1531 um
  • RePlAce Congestion: 0.7862

Floorplanning
  • DIE WIDTH: 67.35 um
  • # rows: 23
  • Chip Area: 4536 um^2
  • I/O pins: 22
  • Core area: 4058 um^2
  • Die Height: 67.35 um
  • FP Util: 31.58%

Final timing
  • Fin crit period: 5.659 ns
  • Final period utilization: 72.55%
  • Fmax: 176.7 MHz
  • Setup Viol. Count Final: 0
  • Setup ws final: 2.141 ns
  • Clock Skews: 0.0005063 ns
  • Setup TNS: 0 ns
  • Final hold vios: 0
  • Slew @ Worst Pin: 0.7116 ns
  • Final count of pins violating max slew: 0
  • RSZ-0062 raised after global routing: false
  • Slew margin rel.: 52.41%

Clocking
  • Setup Buffers After CTS: 0
  • Clock buffer depth: 2
  • Root buf cell: clkbuf_8
  • CTS HTree Levels: 1
  • CTS Buf Count: 3
  • # clock sinks: 20
  • # hold bufs at CTS: 0
  • Late-Pin Clk Latency: 0.25 ns
  • PostCTS Resize Cnt: 0
  • Clock slew at reported path FFs: 0.07 ns
  • CTS tree: done

Route
  • M1 WL: 951 um
  • Antenna viol nets, final: 0
  • First DRT Iteration DRCs: 51
  • Final WL: 1870 um
  • Met3 WL: 78 um
  • Via count of the routed design: 829
  • DR top layer: met4
  • Pre-antenna DRT Iters: 4
  • Drt wl/cell: 9.303 um
  • Antenna cells: 0
  • Vias/cell: 4.124
  • Wire length on met2: 828 um
  • Number of remaining DRC errors: 0

Power
  • Pwr Density: 155.6 nW/um^2
  • Peak VDD IR: 0.0001143 V
  • Leak pwr: 0.7531 nW
  • Overall power: 0.2465 mW

Logic synthesis
  • Ys flop type: dfxtp_1
  • EDFF count, synth: 0
  • Share of synthesized registers carrying an async set or reset: 0%
  • Post-synth top cells: inv_1, dfxtp_1, ha_1
  • Cell Type Count: 21
  • Total of warnings raised by yosys: 1
  • Syn_area_per_cell: 9.856 um^2
  • Synth Register Bits: 20
  • Cell type with the largest total area: dfxtp_1
  • Dominant cell area share: 31.25%
  • Post-synthesis sequential area ratio: 31.25%
  • Synth top area cells: dfxtp_1, fa_1, ha_1
  • Cell area after synthesis: 1281 um^2
  • Most frequent cell after synthesis: inv_1
  • Post-synthesis cell count: 130
  • Yosys cell count: 130
  • Yosys chip area: 1281 um^2

Job
  • Max Cap Viol: 0
  • Tool warnings: 25

Worst setup path
  • CP Cell Sequence: inv_1 > fa_1 > inv_1 > ha_1 > a211oi_2 > o21bai_1 > a21oi_2 > xnor2_1 > fa_1 > inv_1 > ha_1 > nor3b_2 > a21o_1 > clkdlybuf4s50_1
  • Worst path max stage delay: 0.58 ns
  • Worst R2R Setup Slack: 7.12 ns
  • Worst EP arrival: 4.10 ns
  • CP Data Required Time: 6.24 ns
  • Startpoint type of the worst setup path: register
  • Setup CP Type: reg -> out
  • Reg2reg start: delay_step3.q[3]$_SDFF_PP0_
  • Top cell by count, worst path: inv_1
  • FF-to-FF End: delay_step4.q[3]$_SDFF_PP0_
  • Slowest stage cell, crit path: fa_1
  • Critical path capture point type: primary output
  • Worst-case reg-to-reg path depth: 2
  • Origin of the worst setup path: delay_step4.q[2]$_SDFF_PP0_
  • Worst-path fanout max: 7

Min path
  • Hold Path Stages: 2
  • Hold Path End: delay_step2.q[0]$_SDFF_PP0_
  • HP Start: delay_step1.q[0]$_SDFF_PP0_
  • Hold/Removal Path Class: reg -> reg

Outcome
  • Status: finished, final reports clean
## worst max-delay path by stage
stage         to  cells after the start
4_1_cts   Out[8]                     15
5_1_grt   Out[8]                     15
6_report  Out[9]                     14
## power breakdown
group          switching (mW)  internal (mW)  total (mW)
Combinational          0.0260         0.0493      0.0753
Sequential            0.00160          0.105       0.107
Clock                  0.0301         0.0343      0.0644
Total                  0.0577          0.189       0.246
## area by class of cell
type	count	area (um^2)	area share, %
clock buffer	3	41.29	2.607
inverter	24	90.09	5.687
multi-input combinational	83	779.5	49.21
sequential	20	400.4	25.28
tap	50	62.56	3.949
timing repair buffer	21	210.2	13.27
## metrics by stage
stage	util, %	hold WS, ns
6_report	39.04	0.4672
2_1_floorplan	-	0.4343
3_5_place_dp	38.02	0.4649
5_1_grt	39.04	0.4839
3_3_place_gp	38.02	0.4538
4_1_cts	39.04	0.4751
## sequential cells by signal (all words and copies together) (netlist names)
register / count
delay_step3.q: 4
delay_step0.q: 4
delay_step2.q: 4
delay_step1.q: 4
delay_step4.q: 4
## layout by cell type, fill, tap and decap left out
cell	count
inv_1	24
clkdlybuf4s50_1	21
dfxtp_1	20
ha_1	15
nor2b_1	14
fa_1	10
a21o_1	9
nor2_1	9
xnor2_1	8
a21oi_1	4
clkbuf_8	3
o21ai_0	2
o21bai_1	2
xor2_1	2
a211oi_2	1
a21oi_2	1
a21o_2	1
o21a_1	1
o21ai_2	1
nor3b_2	1
a211oi_1	1
nand2_1	1
## cell families after synthesis
group	after synthesis	share of synthesized area [%]
AND-OR/OR-AND	23	12.99
XOR/XNOR	10	6.836
adder cells (fa/ha/maj)	25	30.27
buffers and inverters	27	7.910
flip-flops	20	31.25
AND/OR/NAND/NOR	25	10.74
## layer usage
layer | vias to the layer above | track usage, %
met2 | 11 | 14.50
met4 | 0 | 0.5319
met5 | - | 0
met1 | 365 | 14.23
met3 | 2 | 2.397
li1 | 451 | -
## critical path, delay by kind of cell (launching register included)
family | cells | cell delay (ns)
AND-OR/OR-AND | 4 | 0.73
XOR/XNOR | 1 | 0.10
adder cells (fa/ha/maj) | 4 | 1.69
buffers and inverters | 4 | 0.62
flip-flops | 1 | 0.31
AND/OR/NAND/NOR | 1 | 0.41
Power and IR drop assume default switching activity.
